==> flow/design.v <==
module FPMUL (
  input wire CLK,
  input wire RST_N,
  input wire [7:0] A,
  input wire [7:0] B,
  input wire START,
  output reg [7:0] Y,
  output reg signed [4:0] E, next_E,
  output reg DONE
);
parameter IDLE=2'b00;
parameter MULT=2'b01;
parameter SHIFT=2'b10;
parameter FINISH=2'b11;
reg [15:0] tmp_y,next_tmp_y;
reg [1:0] state, next_state;
wire flag_zero;
wire flag_leadz;
assign flag_zero=(A*B==0)? 1:0;
assign flag_leadz=!tmp_y[15];
always @(posedge CLK)begin
 tmp_y=next_tmp_y;
 state=next_state;
 E=next_E;
  if(RST_N==0)
   state=IDLE;
end
always @* begin
 case(state)
  IDLE:begin
   next_E=4'd15;
   next_state=IDLE;
   DONE=1'b0;
   Y=8'b0;
   if(START && flag_zero) begin
    next_E=4'd0;
    next_state=FINISH;
   end
   else if(START && !flag_zero)
    next_state=MULT;
    next_tmp_y=A*B;
  end
  MULT:begin
   next_state=FINISH;
   Y=tmp_y[15:8];
   if(flag_leadz)
    next_state=SHIFT;
  end
  SHIFT:begin
   next_state=FINISH;
   next_tmp_y=tmp_y;
   next_E=E;
   if(flag_leadz)begin
    next_E=E-1;
    next_state=SHIFT;
    Y=tmp_y[15:8];
    next_tmp_y=tmp_y<<1;
   end
  end
  FINISH:begin
   next_state=IDLE;
   DONE=1'b1;
   Y=tmp_y[15:8];
  end
 endcase
end
endmodule
==> flow/run.sh <==
#!/bin/bash
# OpenROAD 26Q1-2900-gdf79404cd8, Yosys 0.63+post, stock flow scripts
make -C /OpenROAD-flow-scripts/flow DESIGN_CONFIG=/design/flow/config.mk WORK_HOME=/design/flow/orfs finish
==> flow/config.mk <==
export PLATFORM = sky130hd
export DESIGN_NAME = FPMUL
export DESIGN_NICKNAME = FPMUL
export VERILOG_FILES = /design/flow/design.v
export SDC_FILE = /design/flow/constraint.sdc
export NUM_CORES = 4
export LEC_CHECK = 1
export CORE_UTILIZATION = 50
==> flow/constraint.sdc <==
current_design FPMUL

set clk_period 9.5
set clk_io_pct 0.2

create_clock -name clk0 -period $clk_period [get_ports {CLK}]

set non_clock_inputs [all_inputs -no_clocks]
set_input_delay [expr $clk_period * $clk_io_pct] -clock clk0 $non_clock_inputs
set_output_delay [expr $clk_period * $clk_io_pct] -clock clk0 [all_outputs]
==> results.toml <==
# physical design summary
[synth]
synthCells = 421
simple_gate_share = 0.196
yosys_cells = 421
synthAoiAreaFrac = 0.126
avgSynthCellArea_sq_um = 9.06
synthTopLogicFamily = "adder cells"
synth_chip_area_sq_um = 3810
synthArstFlopShare = 0
mux_area_frac = 0.0335
edf_count = 0
ys_sh_xor = 0.0207
syn_area_sq_um = 3810
yosysWarningCount = 1
synthTopCellsByArea = "fa_1 19%, dfxtp_1 13%, ha_1 12%"
netlist.area_leader.share = 0.189
adder_share = 0.310
ys_types = 57
ff_type = "dlxtn_1"
synth_flops = 55
yosysTopAreaCell = "fa_1"

[global_route]
grt_max_degree = 34
grt_use_total = 0.197
grt_pass1_vias = 2585
gr-total-overflow = 0
antenna_found_initial = 0
grt_pass1_wl_microns = 11900

[placed_design]
placed_cell_area_sq_um = 4290
gp_congestion = 0.858
dpl.hpwl_microns = 5860
io_buffers = 37

[clocking]
hold_buffers = 0
clockBufferDepth = 2
postCtsResizedCells = 0
clk_latency_ns = 0.26
post-cts-setup-buffer-count = 0
cts_root_buffer = "clkbuf_8"
cts_buffers = 3
clkTransAtPathRegs_ns = 0.08
htreeDepth = 1
cts_tree = "done"

[final_layout]
num-fill-cells = 636
flop_area_sq_um = 951
syn2layout_area_growth_pct = 13.8
drive_above_1_share = 0.0611
layout.cell_area.non_filler_sq_um = 4340
comb_area_sq_um = 2620

[routing]
drc = 0
dr_total_vias = 2818
drt_wl_total_microns = 6990
postRouteAntennaNets = 0
drtPass1Iterations = 4
viasPerCell = 5.06
antennaDiodeCount = 0
wl_per_cell_microns = 12.6
drt_iter0_drc = 56

[final_timing]
timing.final.crit_share = 0.689
tightest_slew_ns = 0.559
max_freq_mhz = 153
hold_violations = 0
final-setup-viol-count = 0
untimed_endpoints = 65
fin_crit_ns = 6.54
max_slew_margin = 0.626
finalMaxSlewViolations = 0
rsz0062_at_grt = "false"
finalSetupTns_ns = 0
skew_ns = 0.00113
unclocked_pins = 30

[pwr]
p_sw_frac = 0.460
netSwitchingPower_uw = 320
internal_power_uw = 375
p_comb_frac = 0.701
power_density_nw_per_um2 = 160
peakVddDrop_uv = 77.6
leakage_uw = 0.00204
p_clk_frac = 0.088
sequentialPowerShare = 0.211

[setup_path]
crit_type = "in2reg"
reg2reg_slack_ns = 8.33
r2r-start = "state[1]$_DFF_P_"
crit_fanout = 8
start_kind = "primary input"
r2r_cells = 4
critical_path_required_ns = 9.69
crit_path_start = "A[0]"
r2r_end = "state[3]$_DFF_P_"
crit_arrival_ns = 6.74
crit_path_end_kind = "register"

[floorplan]
dieHeight_microns = 89.3
coreArea_sq_um = 7330
die_w_microns = 89.3
io_pins = 38
num_rows = 31
dieArea_sq_um = 7980
initial_core_util = 0.520

[hold_path]
hp-class = "reg2reg"
hold_depth = 2
worstHoldStart = "state[0]$_DFF_P_"
holdPathEnd = "state[0]$_DFF_P_"

[job]
tool_warnings = 26
cap_violations = 0

[run_status]
status = "completed"
-- layout make-up --
class                           count  area share
Sequential cell                    55       0.219
Clock buffer                        4      0.0104
Timing Repair Buffer               39      0.0888
Inverter                           57      0.0493
Tap cell                           99      0.0285
Multi-Input combinational cell    303       0.604
-- state kept, by name, indices dropped and copies added (netlist names) --
name,flops
DONE,1
E,5
Y,8
next_E,5
next_tmp_y,16
state,4
tmp_y,16
-- placed cells by master (no fill, tap or decap), drive strengths merged, types with 3 or more instances in the layout --
cell type	instances
nand3	6
nand2	47
nor2	18
clkdlybuf4s50	37
mux2i	6
or3	3
mux2	6
and2	35
o211ai	3
fa	36
ha	37
dfxtp	25
a21boi	3
dlxtn	30
and3	5
clkbuf	4
o21ai	19
or2	3
inv	57
xnor2	6
nand2b	4
nor2b	11
a21oi	17
xor2	3
a21o	4
-- layer usage --
layer	part of all wire	track usage
met1	0.48	0.300
met2	0.49	0.344
met3	0.024	0.0103
met4	0.0044	0.0130
met5	0	0
-- metrics by stage --
step / hold WS, ns / util / power, uW / setup slack, ns / std cells
finish: 0.495 / 0.592 / 696 / 2.96 / 557
CTS: 0.498 / 0.592 / 703 / 2.95 / 557
global route: 0.511 / 0.592 / 780 / 2.66 / 557
floorplan: 0.448 / - / 540 / 3.60 / 421
global placement: 0.461 / 0.586 / 635 / 2.75 / 553
detailed placement: 0.469 / 0.586 / 638 / 2.68 / 553
-- critical path, stage by stage --
cell and delay, ns:
clkdlybuf4s50_1 0.63, nand2_1 0.13, fa_1 0.52, fa_1 0.52, fa_1 0.52, fa_1 0.54, inv_1 0.04, ha_1 0.35
and2_1 0.22, a221o_1 0.34, nor3_1 0.25, o2111ai_1 0.21, a311oi_4 0.39, nand2_1 0.08, o22ai_1 0.11
-- synth_stat cells, types with 3 or more instances --
cell type / count
mux2i_1: 6
nor2b_1: 11
a21oi_1: 16
and2_1: 35
fa_1: 36
o211ai_1: 3
xor2_1: 3
ha_1: 37
o21ai_0: 16
dfxtp_1: 25
nand3_1: 6
dlxtn_1: 30
or3_1: 3
and3_1: 4
nand2b_1: 3
mux2_2: 6
nand2_1: 47
inv_1: 57
xnor2_1: 6
or2_2: 3
nor2_1: 17
a21boi_1: 3
-- cell families (layout without fill, tap and decap cells) --
family,count (synthesis),in the layout
AND-OR/OR-AND,67,67
AND/OR/NAND/NOR,142,142
buffers and inverters,63,100
multiplexers,12,12
adder cells (fa/ha/maj),73,73
flip-flops,25,25
XOR/XNOR,9,9
latches,30,30
-- how the worst max path moves through the flow --
stage	to	slack (ns)	cells after the start
after CTS	state[3]$_DFF_P_	2.95	15
after global routing	state[3]$_DFF_P_	2.66	15
final	state[3]$_DFF_P_	2.96	15
-- power by group through the flow --
stage | clock [uW] | combinational [uW] | sequential (uW)
5_1_grt | 67.5 | 564 | 149
6_report | 61.4 | 488 | 147
4_1_cts | 64.1 | 492 | 147
Power figures rest on the tool's default switching activity, not on a simulated workload.
